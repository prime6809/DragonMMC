===== run.sh =====
#!/bin/bash
# OpenROAD 26Q1-2900-gdf79404cd8, Yosys 0.63+post, stock flow scripts
make -C /OpenROAD-flow-scripts/flow DESIGN_CONFIG=/design/flow/config.mk WORK_HOME=/design/flow/orfs finish

===== constraint.sdc =====
current_design DragonMMC

set clk_period 3.4
set clk_io_pct 0.2

create_clock -name clk0 -period $clk_period [get_ports {nARD}]
create_clock -name clk1 -period $clk_period [get_ports {nAWR}]

set non_clock_inputs [all_inputs -no_clocks]
set_input_delay [expr $clk_period * $clk_io_pct] -clock clk0 $non_clock_inputs
set_output_delay [expr $clk_period * $clk_io_pct] -clock clk0 [all_outputs]

===== config.mk =====
export PLATFORM = sky130hd
export DESIGN_NAME = DragonMMC
export DESIGN_NICKNAME = DragonMMC
export VERILOG_FILES = /design/flow/design.v
export SDC_FILE = /design/flow/constraint.sdc
export NUM_CORES = 4
export LEC_CHECK = 1
export CORE_UTILIZATION = 50

===== design.v =====
`timescale 1ns / 1ps
module DragonMMC(
    input [15:0] Addr,		 
    inout [7:0] Data,		 
    input E,				 
	input Q,				 
    input RW,				 
    input CSEL,				 
    input P2,				 
    input Reset,			 
	output DSD,				 
    output CART,			 
    output NMI,				 
    output HALT,			 
    inout [7:0] AData,		 
    input [1:0] AAddr,		 
    input nARD,				 
    input nAWR,				 
    input AVRBusy,			 
	output AInt,			 
    output nRD,				 
    output nWR,				 
    output nROMCS,			 
    output nRAMCS,			 
	output reg ROMA14,		 
	output [18:15] RAMA,	 
	input	ANMI,			 
	input	nFCReset,		 
	inout [8:0] SP,
	inout Pin2,
	inout Pin7,
	inout Pin46,
	inout Pin80,
	inout Pin85,
    inout [7:0] FData		 
    );
	reg		RamEnable;		 
	reg		PIAReg;			 
	reg		RAMVec;			 
	reg [7:0] 	DragonToAVR;	 
	reg [7:0] 	AVRToDragon;	 
	reg [3:0]	AddrLatch;		 
	reg 		DragonRW;		 
	reg			RamWP;			 
	reg			RomWE;			 
	reg			FIRQEn;			 
	reg	[3:0]	RamRPtr = 4'b0;		 
	reg	[3:0]	RamWPtr = 4'b0;		 
	reg			DragonW_AVRR;	 
	reg			AVRW_DragonR;	 
	reg			NMIEn;			 
	reg			IntRAMWP;		 
	reg	[15:0]	SAMBits ;		 
	assign	MapMode		= SAMBits[15];
	reg		MotorON;			 
	assign NMI			= NMIEn ? ANMI : 1'bz;
	assign RD			= E & RW & Reset;
	assign WR			= E & ~RW & Reset;
	assign nRD			= ~RD;
	assign nWR			= ~WR; 
	assign ColdReset	= (Reset | nFCReset) == 1'b0;
	assign RamCTRL		= (Addr==16'hFF56);
	assign RamCTRLRD	= RamCTRL & RD;
	assign RamCTRLWR	= RamCTRL & WR;
	always @(negedge RamCTRLWR or posedge ColdReset)
	begin
		if (ColdReset) 
		begin
			RamEnable	<= 1'b0;
			RamWP		<= 1'b0;
			FIRQEn		<= 1'b0;
			RomWE		<= 1'b0;
			ROMA14		<= 1'b0;
			RAMVec		<= 1'b1;
			NMIEn		<= 1'b1;
			IntRAMWP	<= 1'b1;
		end
		else
		begin
			RamEnable	<= Data[0];
			RamWP		<= Data[1];
			FIRQEn		<= Data[2];
			RomWE		<= Data[3];
			ROMA14		<= Data[4];
			RAMVec		<= Data[5];
			NMIEn		<= Data[6];
			IntRAMWP	<= Data[7];
		end
	end
	assign RamRPtrEn	= (Addr==16'hFF5A);
	assign RamRPtrRE	= RamRPtrEn & RD;
	assign RamRPtrWE	= RamRPtrEn & WR;
	assign RamWPtrEn	= (Addr==16'hFF5B);
	assign RamWPtrRE	= RamWPtrEn & RD;
	assign RamWPtrWE	= RamWPtrEn & WR;
	always @(negedge RamRPtrWE or negedge Reset)
	begin
		if (!Reset)
			RamRPtr	<= 4'b0000;
		else
			RamRPtr	<= Data[3:0];
	end
	always @(negedge RamWPtrWE or negedge Reset)
	begin
		if (!Reset)
			RamWPtr	<= 4'b0000;
		else
			RamWPtr	<= Data[3:0];
	end
	assign PIAReplace	= (Addr==16'hFF55) & WR;
	always @(negedge PIAReplace or negedge Reset)
	begin
		if (!Reset)
			PIAReg 	<= 1'b0;
		else
			PIAReg	<= Data[0];
	end
	assign CART		= FIRQEn ? Q : 1'bz;
	assign RangeRAM		= ((Addr>=16'h8000) && (Addr<=16'hFEFF));
	assign RangeROM		= ((Addr>=16'hC000) && (Addr<=16'hFEFF));
	assign RangePIA		= (Addr==16'hFF20);
	assign RangeMotor	= (Addr==16'hFF21);
	assign RangeInt		= ((Addr>=16'hFFF0) && (Addr<=16'hFFFF));		
	assign RomRead		= RangeROM & RD & ~RamEnable & ~MapMode;
	assign RomWrite		= RangeROM & WR & RomWE & ~RamEnable & ~MapMode;
	assign RamRead		= RangeRAM & RD & RamEnable & ~MapMode;
	assign RamWrite		= RangeRAM & WR & ~RomWE & ~RamWP & ~MapMode;
	assign IntRead		= RangeInt & RD & RAMVec;
	assign IntWrite		= RangeInt & WR & ~RomWE & ~IntRAMWP;
	assign ROMCS		= RomRead | RomWrite;
	assign nROMCS		= ~ROMCS;
	assign RAMCS		= RamRead | RamWrite | IntRead | IntWrite;
	assign nRAMCS		= ~RAMCS;
	assign RAMA[18:15]	= RangeInt ? 4'b0000 : 
						  RamWrite ? RamWPtr[3:0] : RamRPtr[3:0];
	assign PIACS		= RangePIA & PIAReg & RD;
	assign nPIACS		= ~PIACS;
	assign DragonIO		= ((Addr>=16'hff50) && (Addr<=16'hff53));
	assign DragonIORD	= DragonIO & RD;
	assign DragonIOWR	= DragonIO & WR;
	assign AVRStatus	= (Addr == 16'hff54);		 
	assign AVRStatusRD	= AVRStatus & RD;
	assign SAMBitsAddr	= ((Addr>=16'hFFC0) && (Addr<=16'hFFDF));
	assign SAMBitsWR	= SAMBitsAddr & WR;
	wire [3:0] SAMReg;
	assign SAMReg[3:0]	= Addr[4:1];
	always @(posedge SAMBitsWR or negedge Reset)
	begin
	  if (!Reset)
	  begin
        SAMBits[15:0] <= 16'h0000;
	  end
	  else
	  begin
        SAMBits[SAMReg[3:0]] <= Addr[0];
	  end
	end
	assign SAMBitsH		= (Addr==16'hFF58);
	assign SAMBitsL		= (Addr==16'hFF59);
	assign SAMBitsRD	= (SAMBitsL | SAMBitsH) & RD;
	wire [7:0]	SAMData;
	assign SAMData		= SAMBitsL ? SAMBits[7:0] : SAMBits[15:8];
	assign AddrLatchEN	= DragonIOWR; 
	assign AInt			= DragonIORD | DragonIOWR;
	always @(posedge AddrLatchEN or negedge Reset)
	begin
	  if(!Reset)
	  begin
	    AddrLatch[3:0] <= 4'b0000;
	  end
	  else
	  begin
	    AddrLatch[3:0] <= Addr[3:0];
	  end
	end
	always @(posedge AInt)
	begin
	  DragonRW <= RW;
	end
	wire [7:0]	AVRDataOut;
	assign 	AVRDataOut[7:0]	= AAddr[0] ? { MotorON, DragonRW,2'b0,AddrLatch[3:0] } : DragonToAVR[7:0];
	assign	AData			= nARD ? 8'bz : AVRDataOut;
	wire [7:0] 	DragonDataOut;
	assign 	DragonDataOut[7:0]		= 
									  RamRPtrRE ? {4'b0,RamRPtr } :
									  RamWPtrRE ? {4'b0,RamWPtr } :
									  SAMBitsRD ? SAMData :
									  AVRStatus ? {5'b0,AVRW_DragonR,DragonW_AVRR,AVRBusy} : 
									  RamCTRLRD	? {IntRAMWP,NMIEn,RAMVec,ROMA14, RomWE, FIRQEn, RamWP, RamEnable} :
											AVRToDragon;
	assign 	Data					= (DragonIORD | AVRStatusRD | RamCTRLRD | SAMBitsRD | PIACS | RamRPtrRE | RamWPtrRE) ? DragonDataOut : 8'bz;
	assign 	FData					= {5'b0,AVRW_DragonR,DragonW_AVRR,AVRBusy};
	always @(negedge DragonIOWR)
	begin
	  DragonToAVR <= Data;
	end
	always @(negedge nAWR)
	begin
	  AVRToDragon <= AData;
	end
	always @(negedge Reset or posedge DragonIOWR or negedge nARD)
	begin
		if(!Reset)
			DragonW_AVRR <= 1'b0;
		else if(DragonIOWR)
			DragonW_AVRR <=  1'b1;
		else
			DragonW_AVRR <= 1'b0;
	end
	always @(negedge Reset or posedge DragonIORD or negedge nAWR)
	begin
		if(!Reset)
			AVRW_DragonR <= 1'b0;
		else if(DragonIORD)
			AVRW_DragonR <=  1'b0;
		else
			AVRW_DragonR <= 1'b1;
	end
	assign MotorWR	= RangeMotor & WR;
	always @(negedge Reset or negedge MotorWR)
	begin
	  if(!Reset)
	    MotorON <= 1'b0;
	  else
	    MotorON <= Data[3];
	end
	assign DSD			= (RAMCS | PIACS | DragonIO | AVRStatus | PIAReplace | RamCTRL | SAMBitsH | SAMBitsL | RamRPtrEn | RamWPtrEn) ? 1'b0 : 1'bz;
	assign HALT = 1'bz;
endmodule

==> summary.txt <==
yosys + openroad results -> status=stopped before the end, Stop stage=4_1_cts, tool error=[error] [KeplerFormal.cpp:679] Workflow failed: Iso has multiple drivers: .Data0, _302_.Y0, Post-synth regs=between 50 and 60, register pins left without a clock=46, cell count in the Yosys report=273, die height=between 70 and 80 µm, Yosys cell types=between 50 and 60, die width=between 70 and 80 µm, Top area cell types=dfrtp_1, dfrtn_1, dfxtp_1, post-CTS sizing=6, Mapped Area=about 2800 µm², Num CTS Buffers=3, main flop type=dfrtp_1, endpoints left unconstrained=between 60 and 70, post-synthesis chip area from yosys=2780 µm², # hold bufs at CTS=0, GPL Wtd Cong=a little over 0.9, EDFF count, synth=0, io pins=81, Std-Cell Rows=26, postcts setup bufs=0, Top-area cell share=between 10% and 20%, largest buffer count on any clock path=2, H-tree depth=1, post-synth top area cell=dfrtp_1, FFs w/ async S/R, synth=between 60% and 70%, Post-Place Cell Area=between 3000 and 4000 µm², Port-buffer cells=32, DP Worst Slack=-106 ps, CTS root buf=clkbuf_8, Cells after Synth=around 270, placed cells=408, post-synthesis area per instance=10.2 µm², Synth Seq Share=47.8%, Floorplan Utilization=53.0%, Ys Warns=between 40 and 50, post-DP HPWL=between 5 and 6 mm
==> cell usage after synthesis, types with 5 or more instances <==
cell	n
buf_4	10
dfxtp_1	17
mux2i_1	11
nor2_1	17
inv_1	14
or3_1	5
nand3_1	14
a21oi_1	6
clkbuf_1	11
nor4_1	5
dfrtn_1	15
a22o_1	12
nor3_1	9
o21ai_0	10
dfrtp_1	20
o21a_1	6
mux2_2	10
nand2_1	21
==> logic make-up after synthesis <==
logic type      after synthesis  share of synthesized area (%)
mux                          24                           9.23
xor+xnor                      1                          0.315
other cells                   2                          0.270
compound gates               52                           13.6
simple gates                 97                           20.0
flops                        56                           47.8
buf+inv                      37                           6.89
fa+ha+maj                     4                           1.80
